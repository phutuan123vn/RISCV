==> /design/flow/design.v <==
module mux2to1 (
    input sel,
    input [31:0] in0,
    input [31:0] in1,
    output [31:0] out
);
assign out = (sel) ? in1 : in0;
endmodule
module mux3to1 (
    input [1:0]sel,
    input [31:0] in0,
    input [31:0] in1,
    input [31:0] in2,
    output [31:0] out
);
assign out = (sel[1]) ? in2 : (sel[0]) ? in1 : in0;
endmodule
==> /design/flow/run.sh <==
#!/bin/bash
# OpenROAD 26Q1-2900-gdf79404cd8, Yosys 0.63+post, stock flow scripts
make -C /OpenROAD-flow-scripts/flow DESIGN_CONFIG=/design/flow/config.mk WORK_HOME=/design/flow/orfs finish
==> /design/flow/config.mk <==
export PLATFORM = sky130hd
export DESIGN_NAME = mux2to1
export DESIGN_NICKNAME = mux2to1
export VERILOG_FILES = /design/flow/design.v
export SDC_FILE = /design/flow/constraint.sdc
export NUM_CORES = 4
export LEC_CHECK = 1
export CORE_AREA = 10 10 70 70
export DIE_AREA = 0 0 80 80
==> /design/flow/constraint.sdc <==
current_design mux2to1

set clk_period 1.0
set clk_io_pct 0.2

create_clock -name clk0 -period $clk_period

set non_clock_inputs [all_inputs -no_clocks]
set_input_delay [expr $clk_period * $clk_io_pct] -clock clk0 $non_clock_inputs
set_output_delay [expr $clk_period * $clk_io_pct] -clock clk0 [all_outputs]
==> flow_summary.json <==
{
  "crit_required_ps": 800,
  "fillers": 327,
  "period_used_pct": 118,
  "failed_checks": "setup timing",
  "slew_violations": 0,
  "worst_setup_path_end_kind": "output pin",
  "combinationalPowerShare_pct": 100.0,
  "rsz0062_at_grt": "yes",
  "flop-count": 0,
  "tightest_slew_ps": 61.1,
  "rows": 21,
  "wl_per_cell_um": 14.8,
  "synth.avg_cell_area_sq_um": 15.1,
  "antenna_found_initial": 0,
  "dpl_cell_area_sq_um": 1540,
  "status": "complete, but fails checks",
  "critPathKind": "input port to output pin",
  "leakagePower_nw": 0.990,
  "drt_pre_antenna_iters": 2,
  "p_int_mw": 0.519,
  "overflow": 0,
  "setup.worst_path.start_class": "input port",
  "ir_worst_vdd_v": 0.000173,
  "hold_ws_ps": 694,
  "synth_warnings": 0,
  "num_vias": 730,
  "mi_logic_area_sq_um": 480,
  "netSwitchingFraction_pct": 21.3,
  "grt_util_all_layers_pct": 7.87,
  "gp_congestion": 0.760,
  "area_leaders": "mux2_4 (83%), buf_12 (11%), mux2_2 (4.1%), buf_6 (2.1%)",
  "wl_mm": 2.85,
  "grt_pass1_wl_mm": 4.15,
  "portBuffers": 97,
  "p_per_area_nw_per_um2": 389,
  "viasPerCell": 3.80,
  "cap_violations": 0,
  "nClkBuffers": 0,
  "ant_nets": 0,
  "fp.dieArea_sq_um": 6400,
  "cts_hold_buf": 0,
  "postLayoutCellArea_sq_um": 1700,
  "yosysTopAreaCell": "mux2_4",
  "slew_headroom_pct": 95.9,
  "yosys_area_sq_um": 544,
  "p_switching_mw": 0.141,
  "fp_util_pct": 15.9,
  "final_common_cell": "dlygate4sd2_1",
  "postSynthSeqShare_pct": 0,
  "synth_cell_types": 4,
  "setup_tns_ps": -5030,
  "grt_max_degree": 8,
  "postLayoutSetupSlackWorst_ps": -175,
  "setup_violations": 32,
  "min_path_type": "input port to output pin",
  "syn_to_final_growth_pct": 212,
  "warning_count": 34,
  "drtIter0Drc": 4,
  "p_seq_share_pct": 0,
  "design.core.area_sq_um": 3420,
  "final-hold-violation-count": 0,
  "die_h_um": 80,
  "layout-drive-gt1-share_pct": 56.2,
  "remaining_drc_errors": 0,
  "crit_fanout": 7,
  "lay_top_cells": "dlygate4sd2_1 (40), mux2_4 (32), buf_6 (29), dlymetal6s2s_1 (14), buf_2 (12)",
  "grt_pass1_vias": 824,
  "syn_area_sq_um": 544,
  "pwr-share-clk_pct": 0,
  "arrival_ps": 980,
  "fp.dieW_um": 80,
  "ios": 97,
  "top_area_share_pct": 82.8,
  "register_area_sq_um": 0,
  "diodes": 0,
  "fin_crit_ps": 1180,
  "ys_cells": 36,
  "dpl.hpwl_mm": 2.40,
  "max_freq_ghz": 0.851,
  "syn_inst": 36
}
## worst max-delay path: stages
cell	delay [ps]
buf_12	110
buf_12	130
buf_8	120
mux2_4	300
buf_6	110
## path summary, 6_finish.rpt
check                    from       to  slack [ps]  cells after the start
worst min-delay path  in0[24]  out[24]         690                      3
worst max-delay path      sel  out[31]        -180                      5
## area by class of cell
cell class	instances	area share, %
well taps	46	3.39
multi-input cells	32	28.3
repair buffers	114	68.3
## through the flow
stage / total power [mW] / std cells / worst slack (ps) / util (%)
after floorplan: 0.206 / 36 / 66.9 / -
after global placement: 0.654 / 177 / -492 / 45.0
after detailed placement: 0.655 / 177 / -497 / 45.0
after CTS: 0.644 / 192 / -178 / 47.0
after global routing: 0.706 / 192 / -194 / 49.7
final: 0.660 / 192 / -175 / 49.7
## timing repair
| action | 4_1_cts | 5_1_grt |
|---|---|---|
| setup buffers | 14 | 0 |
| endpoints found under the setup margin | 32 | 32 |
| cloned | 1 | 0 |
| gates resized | 170 | 23 |
## synth_stat cells
library cell and count:
buf_6 1, mux2_2 2, buf_12 3, mux2_4 30
## per-layer routing
layer | vias to the layer above | global-route usage, % | wire length [um]
met5 | - | 0 | 0
met3 | 0 | 3.07 | 313
met4 | 0 | 0 | 0
met1 | 317 | 8.97 | 1140
li1 | 362 | - | -
met2 | 51 | 14.3 | 1390
## kinds of logic after synthesis
| logic type | after synthesis | synth area share (%) |
|---|---|---|
| buffers and inverters | 4 | 13.1 |
| muxes | 32 | 86.9 |
## power groups by stage
stage	registers, mW	clock network [mW]	logic (mW)
after CTS	0	0	0.644
final	0	0	0.660
after global routing	0	0	0.706
Power and IR drop assume default switching activity.
